[/design/flow/design.v]
module Running_light
#(
parameter T=25'b1011111010111100000111111
)
(
input sys_clk,
input sys_rst_n,
output led0,
output led1,
output led2,
output led3
);
reg [3:0] led;
assign {led3, led2, led1, led0} = led;
reg [24:0] cnt;
always @(posedge sys_clk or negedge sys_rst_n) begin
  if (!sys_rst_n) begin
    cnt<= 25'd0;
    led <= 4'b1110;
  end else begin
    if (cnt < T) begin
      cnt <= cnt + 1'b1;
    end else begin
      cnt<=25'd0;
      led<= (led<<1)+led3;
    end
  end
end
endmodule
[/design/flow/run.sh]
#!/bin/bash
# OpenROAD 26Q1-2900-gdf79404cd8, Yosys 0.63+post, stock flow scripts
make -C /OpenROAD-flow-scripts/flow DESIGN_CONFIG=/design/flow/config.mk WORK_HOME=/design/flow/orfs finish
[/design/flow/config.mk]
export PLATFORM = sky130hd
export DESIGN_NAME = Running_light
export DESIGN_NICKNAME = Running_light
export VERILOG_FILES = /design/flow/design.v
export SDC_FILE = /design/flow/constraint.sdc
export NUM_CORES = 4
export LEC_CHECK = 1
export CORE_AREA = 10 10 96 96
export DIE_AREA = 0 0 106 106
[/design/flow/constraint.sdc]
current_design Running_light

set clk_period 3.8
set clk_io_pct 0.2

create_clock -name clk0 -period $clk_period [get_ports {sys_clk}]

set non_clock_inputs [all_inputs -no_clocks]
set_input_delay [expr $clk_period * $clk_io_pct] -clock clk0 $non_clock_inputs
set_output_delay [expr $clk_period * $clk_io_pct] -clock clk0 [all_outputs]
==> impl_metrics.toml <==
# synthesis and place-and-route metrics
[final_timing]
fin_crit_sh_pct = 55.0
slew_headroom_pct = 56.2
clock_skew_ps = 4.54
timing.fmax_mhz = 478
finalHoldViolCount = 0
setup_viol = 0
slew_violations = 0
fin_crit_ps = 2090
tns_ps = 0
worst_slew_pin_slew_ps = 656
rsz0062_at_grt = "false"

[floorplanning]
die-area_sq_um = 11200
rows = 31
coreArea_sq_um = 7210
io_pins = 6
fp.dieH_um = 106
fp_util_pct = 20.1
dieWidth_um = 106

[clock_tree]
cts_max_level = 2
ctsHoldBuffers = 0
cts.path.max_buffers = 2
cts_resized = 0
numClockSinks = 29
tritoncts = "yes"
cts_setup_buffers = 0
path_clk_slew_ps = 60
cts_buffers = 5
clockRootBuffer = "clkbuf_8"
worstSkewPairLatency_ps = 280

[worst_setup_path]
crit_required_ps = 3960
critPathMaxStageDelay_ps = 490
cpMostUsedCell = "nand3_1"
crit_path_end_kind = "flop"
critical_path.max_fanout = 16
reg2regPathDepth = 5
crit_chain = "nand3_1 -> nor4_1 -> nand3_1 -> nand3_1 -> mux2_2"
cpMaxStageDelayCell = "nand3_1"
arrival_ps = 2250
crit_type = "reg -> reg"
start_kind = "flop"

[synthesis]
postSynthAreaPerCell_sq_um = 9.75
synth_seq_share_pct = 50.2
yosysChipArea_sq_um = 1450
syn_inst = 149
ys_seq_elements = 29
ys_warn_count = 1
synth.distinct_cells = 26
syn_area_sq_um = 1450
yosys_cells = 149

[power]
p_total_mw = 0.571
power_frac_seq_pct = 54.1
swShare_pct = 19.8
peakVddDrop_mv = 0.232
power.internal_mw = 0.458
netSwitchingPower_mw = 0.113
comb_power_share_pct = 1.3
leakage_nw = 0.675
pwr-share-clk_pct = 44.6
pwr_density_cell_nw_per_um2 = 335

[routing]
wl_per_cell_um = 9.70
drtIter0Drc = 91
avgViaCountPerCell = 3.89
remaining_drc_errors = 0
detail-route-antenna-nets = 0
antenna_cells = 0
num_vias = 1003
first_pass_iters = 6
routed_wl_um = 2500

[job]
warnings = 25
cap_violations = 0

[outcome]
status = "finished, final reports clean"

[global_routing]
first_global_vias = 1012
overflow = 0
grt_max_degree = 30
antenna_found_initial = 0
grt_pass1_wl_um = 4620
grt_usage_pct = 4.74

[place]
io_buffers = 5
gp_routability_congestion = 0.788
hpwl_um = 1680

[cells_and_area]
fillers = 793
synthToLayoutAreaGrowth_pct = 17.2
final-seq-area_sq_um = 729
logic_area_sq_um = 668
drive_gt1_share_pct = 15.7

[hold_path]
hp-class = "reg -> reg"
whs_path_depth = 1
## metal layers
layer | vias up | share of wire (%) | GRT usage (%)
met3 | 3 | 6.1 | 1.71
li1 | 506 | - | -
met2 | 15 | 43 | 7.20
met1 | 479 | 49 | 6.63
met5 | - | 0 | 0
met4 | 0 | 1.0 | 0.387
## metrics by stage
step           hold slack (ps)  utilization [%]  worst slack [ps]  instance area, sq um  std cells
3_3_place_gp               449             22.4              1740                  1610        250
6_report                   460             23.6              1710                  1700        258
4_1_cts                    467             23.6              1700                  1700        258
5_1_grt                    500             23.6              1510                  1700        258
3_5_place_dp               459             22.4              1730                  1610        250
2_1_floorplan              433                -              2100                  1450        149
## critical path, delay by kind of cell (launching register included)
| family | cells | cell delay [ps] |
|---|---|---|
| DFF | 1 | 400 |
| muxes | 1 | 400 |
| and+or+nand+nor | 4 | 1170 |
## cell families (layout without fill, tap and decap cells)
family | count (synthesis) | count (layout) | synth area share, %
flops | 29 | 29 | 50.2
buf+inv | 12 | 22 | 3.79
compound gates | 4 | 4 | 1.46
xor+xnor | 22 | 22 | 13.3
simple gates | 77 | 77 | 27.3
fa+ha+maj | 1 | 1 | 0.861
mux | 4 | 4 | 3.10
## state kept, by name (all words and copies together), names as in the netlist
register  cells
led           4
cnt          25
## cell usage after synthesis
| library cell | number | area [sq um] |
|---|---|---|
| nor2_1 | 33 | 124 |
| dfrtp_1 | 26 | 651 |
| xnor2_1 | 20 | 175 |
| nand2_1 | 9 | 33.8 |
| nand3_1 | 9 | 45.0 |
| nor3_1 | 8 | 40.0 |
| inv_1 | 7 | 26.3 |
| mux2_2 | 4 | 45.0 |
| nor4_1 | 4 | 25.0 |
| dfstp_2 | 3 | 78.8 |
| o21ai_0 | 3 | 15.0 |
| or2_2 | 3 | 18.8 |
| buf_2 | 2 | 10.0 |
| clkbuf_1 | 2 | 7.51 |
| nand4_1 | 2 | 12.5 |
| nand4_2 | 2 | 25.0 |
| nor3_2 | 2 | 20.0 |
| xor2_1 | 2 | 17.5 |
| a31oi_1 | 1 | 6.26 |
| buf_6 | 1 | 11.3 |
| ha_1 | 1 | 12.5 |
| nand2b_1 | 1 | 6.26 |
| nand3b_1 | 1 | 7.51 |
| nor2_2 | 1 | 6.26 |
| nor4_4 | 1 | 21.3 |
| or4_4 | 1 | 11.3 |
## final timing paths
check	start	to	slack, ps
min in group asynchronous	sys_rst_n	cnt[4]	860
worst min-delay path	cnt[0]	cnt[0]	460
worst min register to register	cnt[0]	cnt[0]	460
max in group asynchronous	sys_rst_n	led[2]	2630
worst max register to register	cnt[19]	led[0]	1710
worst max-delay path	cnt[19]	led[0]	1710
## placed cells by master (no fill, tap or decap), drive strengths merged
| master | n |
|---|---|
| nor2 | 34 |
| dfrtp | 26 |
| xnor2 | 20 |
| nor3 | 10 |
| nand2 | 9 |
| nand3 | 9 |
| clkbuf | 8 |
| inv | 7 |
| clkdlybuf4s50 | 5 |
| nor4 | 5 |
| mux2 | 4 |
| nand4 | 4 |
| or2 | 3 |
| o21ai | 3 |
| dfstp | 3 |
| xor2 | 2 |
| buf | 2 |
| or4 | 1 |
| nand3b | 1 |
| nand2b | 1 |
| a31oi | 1 |
| ha | 1 |
## power groups by stage
stage	combinational (mW)	sequential (mW)	clock (mW)
CTS	0.00797	0.309	0.264
global route	0.00883	0.309	0.278
finish	0.00738	0.309	0.254
## area by class of cell
type / count / area share, %
inverters: 7 / 1.54
flip-flops and latches: 29 / 42.8
repair buffers: 7 / 3.82
multi-input cells: 108 / 39.2
well taps: 99 / 7.27
clock buffers: 8 / 5.29
Power figures rest on the tool's default switching activity, not on a simulated workload.
